<file path="/design/flow/config.mk">
export PLATFORM = sky130hd
export DESIGN_NAME = block_ram
export DESIGN_NICKNAME = block_ram
export VERILOG_FILES = /design/flow/design.v
export SDC_FILE = /design/flow/constraint.sdc
export NUM_CORES = 4
export LEC_CHECK = 1
export CORE_UTILIZATION = 30
export SYNTH_MEMORY_MAX_BITS = 65536
</file>
<file path="/design/flow/constraint.sdc">
current_design block_ram

set clk_period 225.0
set clk_io_pct 0.2

create_clock -name clk0 -period $clk_period [get_ports {clk0}]
create_clock -name clk1 -period $clk_period [get_ports {clk1}]

set non_clock_inputs [all_inputs -no_clocks]
set_input_delay [expr $clk_period * $clk_io_pct] -clock clk0 $non_clock_inputs
set_output_delay [expr $clk_period * $clk_io_pct] -clock clk0 [all_outputs]
</file>
<file path="/design/flow/design.v">
`default_nettype none
module block_ram(clk0, clk1, addr0, addr1, wr_ena0, wr_data0, rd_data0, rd_data1);
parameter LENGTH = 1024;
parameter ADDR_WIDTH = $clog2(LENGTH);
parameter WIDTH = 8;
input wire clk0, clk1, wr_ena0;
input wire [ADDR_WIDTH-1:0] addr0, addr1;
input  wire [WIDTH-1:0] wr_data0;
output wire [WIDTH-1:0] rd_data0, rd_data1;
reg [ADDR_WIDTH-1:0] rd_addr0, rd_addr1;
reg [WIDTH-1:0] ram [LENGTH-1:0];
always @(posedge clk0) begin
	if(wr_ena0) begin
		ram[addr0] <= wr_data0;
	end
	rd_addr0 <= addr0;
end
assign rd_data0 = ram[rd_addr0];
always @(posedge clk1) begin
	rd_addr1 <= addr1;
end
assign rd_data1 = ram[rd_addr1];
endmodule
`default_nettype wire
</file>
<file path="/design/flow/run.sh">
#!/bin/bash
# OpenROAD 26Q1-2900-gdf79404cd8, Yosys 0.63+post, stock flow scripts
make -C /OpenROAD-flow-scripts/flow DESIGN_CONFIG=/design/flow/config.mk WORK_HOME=/design/flow/orfs finish
</file>
==> datasheet_impl.txt <==
Implementation parameters

Parameter                              Value

Synthesis
  Count of mapped cells out of synthesis    20700
  Number of synthesized flops with an enable pin    8192
  Synthesis warning total    1
  Avg Synthesized Cell Area    18.6 um^2
  Async S/R FF share, synth    0%
  Dominant cells by area after synthesis    edfxtp_1, mux4_2, mux2i_1
  Synth Seq Share    63.8%
  Synth unique cells    88
  Register bit total from synthesis    8212
  Post-synth area from yosys stat    386000 um^2
  Post-synth top area cell    edfxtp_1
  Synthesized area    386000 um^2
  Dominant flop cell    edfxtp_1
  Largest type area fraction    63.7%
  Commonest cells in the synthesized netlist    edfxtp_1, mux4_2, mux2i_1
  Total cells reported by yosys after synthesis    20700
  Most frequent cell after synthesis    edfxtp_1

Detailed routing
  Vias post-DR    232000
  Iteration tally of the first detailed-router pass    8
  WL/cell    36.4 um
  DR DRC count    0
  Via density    5.81
  Antenna Nets Post-Route    0
  Iteration-0 DRC Markers    17800
  Routed WL    1450 mm

Final timing
  Final max-slew violation count    2
  Final number of setup-violating endpoints    0
  Total Negative Setup Slacks    0 ns
  Final hold viol count    0
  Final setup margin    167.67 ns
  Worst slew margin relative to its limit    -10.4%
  RSZ-0062 raised after global routing    false
  Measured slew at the worst slew-check pin    1.64 ns

Clock tree
  Post-CTS resize count    0
  Number of clock sinks    8212
  Postcts setup bufs    0
  # hold bufs at CTS    0
  Clock tree from TritonCTS    done
  Clock edge transition at the registers on the reported setup and hold paths    0.06 ns

Pwr
  Part of the power in registers    49.4%
  Part of the total power dissipated in combinational logic    8.9%
  NetSw    812 uW
  Switching portion of total power    23.8%
  Reported leakage power    138 nW
  Cell-internal power    2.60 mW
  Clock network fraction of design power    41.7%
  Worst ir drop on vdd    6.87 uV
  Total design power    3.41 mW
  Power density over the cells    7.72 nW/um^2

Setup path
  Endpoint required time on the critical path    180.00 ns
  Kind of critical path    register to output port
  Cell family contributing the most delay on the critical path    buffers and inverters
  Crit end category    output port
  Worst path most repeated cell    buf_4
  Number of buffers and inverters on the critical path    15
  Cell Chain, Critical Path    buf_4 > buf_4 > buf_4 > buf_4 > buf_4 > buf_4 > buf_4 > buf_4 > buf_4 > buf_4 > buf_4 > mux2i_1 > o221ai_1 > a211oi_1 > a2111oi_1 > buf_4 > o221a_2 > a31oi_1 > buf_4 > o211ai_1 > buf_4 > clkdlybuf4s50_1
  Crit-path max FO    39
  Cell type of the slowest stage on the worst timing path    a2111oi_1
  Arr. time, crit path    12.33 ns
  Startpoint types    register
  Crit-path max cell delay    0.75 ns

Finish
  Fraction of layout instances using a drive strength above 1    30.4%
  Synth-to-Final Area Change    14.3%
  Filler Cells Inserted    118000
  Design Area, Final    441000 um^2

Place
  Place WS    168.80 ns
  Global placement routability congestion    0.995
  Placed cell areas    413000 um^2
  Count of input and output buffers    45
  Final HPWL from detailed placement    976 mm

Worst hold path
  Class of the most critical hold timing path    input port to register

Global route
  Total track usage    23.8%
  Via count of the first global-routing pass    252000
  Initial antenna violation count    180
  Grt total ovfl    0
  Maximum number of pins on one net before global-route repair    133
  Wire length of the first global-routing pass    2000 mm

Floorplanning
  Share of the core filled by cells before placement    30.1%
  Chip Footprint    1290000 um^2
  Ports placed on the boundary    47
  Overall die height    1.14 mm
  Width of the die    1.14 mm
  Core area    1280000 um^2
  Count of standard-cell rows    416

Outcome
  Outcome    complete, but fails checks
  Violations in the final reports    capacitance limit, slew limit

Flow run
  Max-Cap Viols    1
  Number of OpenROAD warnings    53
-- cell type report --
class	instances	area, um^2	share of cell area (%)
flip-flops and latches	8212	246000	55.8
multi-input cells	10700	130000	29.4
clock buffers	1078	22900	5.20
well taps	17100	21400	4.86
repair buffers	1953	15300	3.47
clock inverters	480	4460	1.01
diodes	315	788	0.179
inverters	15	103	0.0233
-- flip-flops by register name, indices dropped and copies added (netlist names), named ones only --
signal and flops:
ram 8192, rd_addr1 10
-- layout by cell type (no fill, tap or decap), drive strengths merged, types with 82 or more instances in the layout --
| cell type | netlist | layout |
|---|---|---|
| mux4 | 3481 | 3481 |
| bufinv | 0 | 82 |
| a21oi | 507 | 507 |
| clkbuf | 598 | 1079 |
| buf | 1173 | 1916 |
| clkinv | 2 | 358 |
| nand3 | 122 | 122 |
| o221ai | 610 | 610 |
| mux2i | 1886 | 1886 |
| diode | 0 | 315 |
| nor3 | 215 | 215 |
| nand2 | 445 | 445 |
| a22oi | 296 | 296 |
| a211oi | 138 | 138 |
| o21ai | 314 | 314 |
| o22ai | 500 | 500 |
| nor2 | 1262 | 1262 |
| edfxtp | 8192 | 8192 |
-- through the flow --
| step | instances | util (%) | hold WS [ns] |
|---|---|---|---|
| finish | 39900 | 34.4 | 44.29 |
| global route | 39800 | 34.4 | 44.31 |
| CTS | 39600 | 34.3 | 44.26 |
| detailed placement | 38000 | 32.2 | 45.45 |
| global placement | 38000 | 32.2 | 45.45 |
| floorplan | 20700 | - | 45.03 |
-- power groups by stage --
stage / logic, mW / registers, mW / clock network [mW]
finish: 0.303 / 1.69 / 1.42
global route: 0.311 / 1.68 / 1.49
CTS: 0.295 / 1.69 / 1.43
-- metal layers --
layer	track usage, %	vias up	wire length (um)	share of wire [%]
li1	-	91500	-	-
met1	22.2	118000	406000	28
met2	32.6	18700	631000	43
met3	22.1	3885	298000	21
met4	14.8	250	112000	7.7
met5	5.96	-	7130	0.49
-- final timing paths --
check,cells past startpoint,start,endpoint,slack (ns)
min in group clk1,1,addr1[1],rd_addr1[1],45.18
min,1,wr_data0[3],ram[787][3],44.29
max in group clk1,1,addr1[0],rd_addr1[0],179.59
max,22,register,rd_data0[5],167.67
-- logic make-up after synthesis --
family	count (synthesis)	share of synthesized area [%]
muxes	5429	25.4
DFF	8212	63.8
and+or+nand+nor	2404	2.72
AOI/OAI and AO/OA	2877	5.22
buffers and inverters	1786	2.86
Power is estimated from default activity; no workload was simulated.
