==> flow/design.v <==
`timescale 1ns / 1ps
`default_nettype none  
module mux_16to1(A,B,C,D,E,F,G,H,I,J,K,L,M,O,P,Q,S,Z);
	parameter N = 16;
	input  wire [N-1:0] A;
	input  wire [N-1:0] B;
	input  wire [N-1:0] C;
	input  wire [N-1:0] D;
	input  wire [N-1:0] E;
	input  wire [N-1:0] F;
	input  wire [N-1:0] G;
	input  wire [N-1:0] H;
	input  wire [N-1:0] I;
	input  wire [N-1:0] J;
	input  wire [N-1:0] K;
	input  wire [N-1:0] L;
	input  wire [N-1:0] M;
	input  wire [N-1:0] O;
	input  wire [N-1:0] P;
	input  wire [N-1:0] Q;
	input  wire[3:0] S;
	output wire [N-1:0] Z;
	wire [N-1:0] mux_0_out;
	wire [N-1:0] mux_1_out;
	wire [N-1:0] mux_2_out;
	wire [N-1:0] mux_3_out;
	mux_4to1 #(.N(N)) mux_0 (
		.A(A), 
		.B(B), 
		.C(C), 
		.D(D), 
		.S(S[1:0]), 
		.Z(mux_0_out)
	);
	mux_4to1 #(.N(N)) mux_1 (
		.A(E), 
		.B(F), 
		.C(G), 
		.D(H), 
		.S(S[1:0]), 
		.Z(mux_1_out)
	);
	mux_4to1 #(.N(N)) mux_2 (
		.A(I), 
		.B(J), 
		.C(K), 
		.D(L), 
		.S(S[1:0]), 
		.Z(mux_2_out)
	);
	mux_4to1 #(.N(N)) mux_3 (
		.A(M), 
		.B(O), 
		.C(P), 
		.D(Q), 
		.S(S[1:0]), 
		.Z(mux_3_out)
	);
	mux_4to1 #(.N(N)) mux_4 (
		.A(mux_0_out), 
		.B(mux_1_out), 
		.C(mux_2_out), 
		.D(mux_3_out), 
		.S(S[3:2]), 
		.Z(Z)
	);
endmodule
`default_nettype wire  
`timescale 1ns / 1ps
`default_nettype none  
module mux_2to1(X,Y,S,Z);
	parameter N = 16;
	input  wire[(N-1):0] X;
	input  wire[(N-1):0] Y;
	input  wire S;
	output wire[(N-1):0] Z;
	assign Z = S ? Y : X;
endmodule
`default_nettype wire  
`timescale 1ns / 1ps
`default_nettype none  
module mux_4to1(A,B,C,D,S,Z);
	parameter N = 16;
	input  wire [N-1:0] A;
	input  wire [N-1:0] B;
	input  wire [N-1:0] C;
	input  wire [N-1:0] D;
	input  wire [1:0] S;
	output wire [N-1:0] Z;
	wire [N-1:0] mux_0_out;
	wire [N-1:0] mux_1_out;
	mux_2to1 #(.N(N)) mux_0 (
		.X(A), 
		.Y(B), 
		.S(S[0]), 
		.Z(mux_0_out)
	);
	mux_2to1 #(.N(N)) mux_1 (
		.X(C), 
		.Y(D), 
		.S(S[0]), 
		.Z(mux_1_out)
	);
	mux_2to1 #(.N(N)) mux_2 (
		.X(mux_0_out), 
		.Y(mux_1_out), 
		.S(S[1]), 
		.Z(Z)
	);
endmodule
`default_nettype wire  
==> flow/run.sh <==
#!/bin/bash
# OpenROAD 26Q1-2900-gdf79404cd8, Yosys 0.63+post, stock flow scripts
make -C /OpenROAD-flow-scripts/flow DESIGN_CONFIG=/design/flow/config.mk WORK_HOME=/design/flow/orfs finish
==> flow/config.mk <==
export PLATFORM = sky130hd
export DESIGN_NAME = mux_16to1
export DESIGN_NICKNAME = mux_16to1
export VERILOG_FILES = /design/flow/design.v
export SDC_FILE = /design/flow/constraint.sdc
export NUM_CORES = 4
export LEC_CHECK = 1
export CORE_AREA = 10 10 115 115
export DIE_AREA = 0 0 125 125
==> flow/constraint.sdc <==
current_design mux_16to1

set clk_period 1.8
set clk_io_pct 0.2

create_clock -name clk0 -period $clk_period

set non_clock_inputs [all_inputs -no_clocks]
set_input_delay [expr $clk_period * $clk_io_pct] -clock clk0 $non_clock_inputs
set_output_delay [expr $clk_period * $clk_io_pct] -clock clk0 [all_outputs]
==> Implementation_results.wiki <==
== Run summary ==
{| class="wikitable"
! Metric !! Value
|-
| Number of hold buffers added after CTS || 0
|-
| Slack of the critical path || -0.351 ns
|-
| Via density || 4.68
|-
| Half-perimeter wire length after detailed placement || 11600 um
|-
| Floorplan utilization || 0.178
|-
| Overall fraction of global-route tracks in use || 0.167
|-
| Slew at the pin closest to its max-slew limit || 0.248 ns
|-
| Violated checks || negative setup slack
|-
| Die area || 0.0156 mm2
|-
| Synthesis area per yosys || 0.00193 mm2
|-
| NetSw || 0.345 mW
|-
| Hold Violations, Final || 0
|-
| Setup repair after global routing missed its margin || yes
|-
| Post-synthesis area per instance || 14.1 um2
|-
| Fill cell total of the finished layout || 977
|-
| Total Routed Length || 13400 um
|-
| Max cap viols || 0
|-
| Total core area || 0.0108 mm2
|-
| Adder-Cell Fraction of Synth Area || 0
|-
| Category of the most critical setup path || in -> out
|-
| Area share of the leading cell type in the synthesized netlist || 0.629
|-
| Final total power || 1.26 mW
|-
| Fraction of layout cells with a size suffix above 1 || 0.377
|-
| Utilization after layout || 0.503
|-
| Top cells by area || mux4_2 (63%), mux4_1 (14%), a22oi_1 (12%)
|-
| Count of warning messages emitted by the tools || 34
|-
| Num rows || 38
|-
| Combinational power share || 1.000
|-
| Part of the power in the clock network || 0
|-
| Largest logic family || multiplexers
|-
| Overall overflow remaining after global route || 0
|-
| Startpoint type of the worst setup path || input port
|-
| Leakage power figure || 2.20 nW
|-
| Period utilization || 1.19
|-
| Switching Share || 0.274
|-
| Weighted congestion at the end of routability-driven global placement || 0.885
|-
| Final antenna-violating net count || 0
|-
| Type of the most critical hold path || in -> out
|-
| Count of TritonRoute iterations in the first routing pass || 4
|-
| Sequential cell area fraction in the yosys report || 0
|-
| Maximum net fanout on the critical path || 8
|-
| CP arrival || 1.79 ns
|-
| Chip height || 125 um
|-
| Number of I/O port buffers || 276
|-
| I/O pin total || 276
|-
| Internal power || 0.914 mW
|-
| Seq cells || 0
|-
| Number of slew-limit violations in the final report || 0
|-
| Outcome || finished with violations
|-
| Sequential cell fraction of total power || 0
|-
| Cell count after synthesis || 137
|-
| Synth mux share || 0.765
|-
| Compound-Gate Fraction of Synth Area || 0.124
|-
| Area occupied by registers || 0 um2
|-
| Max incr delay on CP || 0.43 ns
|-
| Drt first-iter violations || 107
|-
| Die width || 125 um
|-
| Critical path data required time || 1.44 ns
|-
| Wire length of the first global-routing pass || 19800 um
|-
| Cell area after synthesis || 0.00193 mm2
|-
| Worst setup slack after placement || -0.759 ns
|-
| Cell types with the highest counts after synthesis || mux4_2 (54), a22oi_1 (32), nand2_1 (16)
|-
| Routed via count || 2775
|-
| Cell Chain, Critical Path || buf_8 -> buf_12 -> buf_12 -> buf_16 -> buf_6 -> mux4_2 -> a22oi_2 -> nand2_1 -> buf_2
|-
| Yosys xor share || 0
|-
| IR drop worst, VDD || 0.118 mV
|-
| DRC violations left || 0
|-
| Setup crit end kind || output pin
|-
| Most area-hungry cell type in the Yosys netlist || mux4_2
|-
| Wirelength per Cell || 22.6 um
|-
| CP max-delay cell || mux4_2
|-
| Total of endpoints with negative setup slack in the final report || 16
|-
| Area fraction in and, or, nand and nor cells || 0.0427
|-
| Pin count of the biggest net entering global routing || 28
|-
| Worst hold-check slack || 1.26 ns
|-
| Number of clock buffers in the layout || 0
|-
| Area growth, synth to finish || 182%
|-
| Cell with the most instances after synthesis || mux4_2
|-
| Pwr dens || 231 mW/mm2
|-
| Antenna violations before repair || 2
|-
| Yosys stat cell total || 137
|-
| Final-layout setup total negative slack || -4.23 ns
|-
| Count of different cell masters after synthesis || 11
|-
| Warnings, synthesis || 0
|-
| Cells on Worst Hold Path || 5
|-
| Achievable frequency || 465 MHz
|-
| Cell occurring most often along the worst timing path || buf_12
|-
| Slew HR || 0.835
|-
| Number of global-route vias before repair || 3133
|-
| Fin crit period || 2.15 ns
|}
[cell families after synthesis]
group                  Yosys count
AND-OR/OR-AND                   32
multiplexers                    64
AND/OR/NAND/NOR                 20
buffers and inverters           21
[worst paths after layout]
path | start | endpoint | slack [ns]
setup / recovery | S[0] | Z[11] | -0.35
hold / removal | C[15] | Z[15] | 1.26
[critical path, delay by kind of cell]
family                 cells  cell delay, ns
AOI/OAI and AO/OA          1            0.20
buffers and inverters      6            0.74
muxes                      1            0.43
and+or+nand+nor            1            0.06
[routing by layer]
layer  wire [um]  GRT usage  vias to the layer above  part of all wire
met5           0          0                        -                 0
met4          27    0.00339                        0            0.0020
met3        1210     0.0540                        2             0.090
met2        6850      0.276                      145              0.51
met1        5300      0.225                     1345              0.40
li1            -          -                     1283                 -
[placed cells by master (no fill, tap or decap)]
cell type,Yosys,final
dlymetal6s2s_1,0,14
nor2b_4,0,1
mux4_2,54,63
a22oi_1,32,6
buf_6,4,10
clkdlybuf4s50_1,0,211
and2_1,1,1
buf_16,0,2
nand2_1,16,15
dlygate4sd2_1,0,33
a22oi_2,0,26
buf_4,4,32
mux4_1,10,1
buf_8,0,5
buf_2,6,17
nor2b_2,0,1
buf_12,0,11
nor2_2,0,1
diode_2,0,2
nand2_2,0,1
[timing repair]
item	in CTS	in global routing
cloned	2	0
gates resized	138	29
pin swaps	37	15
setup endpoints to repair	16	16
buffers inserted	22	9
endpoints found under the hold margin	0	0
[final cells by class]
cell class / count / area [um2] / area share
Tap cell: 140 / 175 / 0.0321
Timing Repair Buffer: 335 / 3360 / 0.616
Multi-Input combinational cell: 116 / 1910 / 0.351
Antenna cell: 2 / 5.00 / 0.000917
[power by group through the flow]
stage	registers, mW	logic, mW	clock network [mW]
finish	0	1.26	0.000000149
global route	0	1.35	0.000000148
CTS	0	1.27	0
[through the flow]
step / std cells / cell area [um2]
4_1_cts: 588 / 5380
3_5_place_dp: 565 / 5100
2_1_floorplan: 137 / 1930
5_1_grt: 593 / 5460
3_3_place_gp: 565 / 5100
6_report: 593 / 5460
No activity file was given, so power comes from the tool's default toggle rates.
